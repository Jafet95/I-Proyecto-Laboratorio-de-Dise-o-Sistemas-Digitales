==> ./design.v <==
`timescale 1ns / 1ps
module Universal_Binary_Counter(	
out     ,   
clk     ,   
rst       
);
output reg [3:0] out;
input  clk, rst;
reg bandera;
always @(posedge clk, posedge rst)
if (rst) begin
  out <= 8'b0;
  bandera = 0;
end 
else if (bandera == 0) 
	begin
	out <= out + 4'b1;
	if (out==16) out <=4 'b0;
	end
else if (bandera==1)
	begin
	out <= out - 4'b1;
	if(out==0) bandera =1;
	end
endmodule
==> ./run.sh <==
#!/bin/bash
# OpenROAD 26Q1-2900-gdf79404cd8, Yosys 0.63+post, stock flow scripts
make -C /OpenROAD-flow-scripts/flow DESIGN_CONFIG=/design/flow/config.mk WORK_HOME=/design/flow/orfs finish
==> ./config.mk <==
export PLATFORM = sky130hd
export DESIGN_NAME = Universal_Binary_Counter
export DESIGN_NICKNAME = Universal_Binary_Counter
export VERILOG_FILES = /design/flow/design.v
export SDC_FILE = /design/flow/constraint.sdc
export NUM_CORES = 4
export LEC_CHECK = 1
export CORE_AREA = 10 10 70 70
export DIE_AREA = 0 0 80 80
==> ./constraint.sdc <==
current_design Universal_Binary_Counter

set clk_period 1.5
set clk_io_pct 0.2

create_clock -name clk0 -period $clk_period [get_ports {clk}]

set non_clock_inputs [all_inputs -no_clocks]
set_input_delay [expr $clk_period * $clk_io_pct] -clock clk0 $non_clock_inputs
set_output_delay [expr $clk_period * $clk_io_pct] -clock clk0 [all_outputs]
==> flow_summary_export.csv <==
group,metric,value,unit
clock_network,post_cts_resized,0,
sta,setup_tns,0,ns
synth,synthAdderAreaFrac,8.772,%
detailed_routing,insertedDiodeCount,0,
placed_design,gp_congestion,0.6441,
finish,regMostFlops,"out",
finish,layout-drive-gt1-share,21.05,%
worst_setup_path,crit_family,"buffers and inverters",
detailed_routing,vias,99,
synth,ys_sh_simple,3.509,%
clock_network,tritoncts,"yes",
pwr,worst_ir_drop_vdd,0.4495,mV
clock_network,cts_max_level,1,
floorplanning,die_h,80,µm
placed_design,portBuffers,5,
synth,ys_sh_mux,0,%
global_route,antenna_found_initial,0,
worst_setup_path,rrSetupSlack,0.63,ns
sta,slew_headroom,90.08,%
floorplanning,die_w,80,µm
sta,post-route-period-util,93.46,%
sta,finalClockSkew,0.004472,ns
worst_setup_path,cpPeakStageDelay,0.49,ns
worst_setup_path,reg2regPathDepth,2,
worst_setup_path,crit_path_start_kind,"flip-flop",
floorplanning,chip_area,0.006400,mm²
floorplanning,num_io_pins,6,
placed_design,dpl_cell_area,250.2,µm²
synth,synth_cell_types,6,
detailed_routing,wl,396,µm
synth,synth.cellmix.xorXnorShare,12.28,%
finish,lay_top_count,"clkdlybuf4s50_1",
finish,utilization,8.205,%
worst_setup_path,cp-startpoint,"out[0]$_DFF_PP0_",
detailed_routing,drc,0,
worst_setup_path,path_cells,"clkdlybuf4s50_1",
min_path,hold_path_class,"primary input to async pin",
synth,synthesis.area,142.6,µm²
detailed_routing,via_per_inst,1.523,
synth,syn-mean-instance-area,14.26,µm²
sta,setup_viol,0,
floorplanning,core_area,0.003416,mm²
detailed_routing,drtPass1Iterations,1,
finish,largest_reg_flops,4,
synth,ys_seq_share,70.18,%
clock_network,cts.path.max_buffers,2,
finish,final_cell_area,280.3,µm²
global_route,grt_use_total,1.414,%
global_route,grt_max_degree,5,
clock_network,numCtsBuffers,3,
sta,fin_crit,1.402,ns
synth,yosysCellCount,10,
run,warnings,25,
global_route,grt_pass1_wl,662,µm
clock_network,cts.sinks,4,
worst_setup_path,critical_path.slowest_cell,"clkdlybuf4s50_1",
worst_setup_path,cp.required,1.20,ns
pwr,fin_total_pwr,243.6,µW
clock_network,clkSlewWorstSetupHoldPaths,0.04,ns
clock_network,clk_latency,0.23,ns
worst_setup_path,path_max_fanout,4,
detailed_routing,drt-initial-drc-count,0,
detailed_routing,wire_per_inst,6.092,µm
finish,n_fill_cell,409,
synth,ys_area,142.6,µm²
finish,final_cell_mix,"clkdlybuf4s50_1, dfrtp_1, clkbuf_4",
floorplanning,std_cell_rows,21,
worst_setup_path,r2r-start,"out[0]$_DFF_PP0_",
global_route,grt_pass1_vias,127,
worst_setup_path,crit_buf_inv,1,
pwr,powerDensity,869.2,mW/mm²
worst_setup_path,cp_data_arrival_time,1.10,ns
sta,rsz0062_at_grt,"no",
worst_setup_path,crit_type,"flip-flop to output pin",
detailed_routing,ant_nets,0,
finish,syn_to_final_growth,96.49,%
worst_setup_path,worstSetupPathDepth,1,
sta,hold_viol_final,0,
global_route,grt-ovfl-total,0,
run_status,outcome,"completed",
finish,final_cells,65,
sta,max_freq,713.3,MHz
floorplanning,fp_util,4.176,%
sta,tightest_slew,0.1486,ns
synth,yosys_warnings,1,
sta,drv_slew,0,
clock_network,cts_root_buffer,"clkbuf_4",
run,cap_violations,0,
synth,syn_inst,10,
synth,ys_top_logic_family,"XOR/XNOR gates",
synth,ys.flops,4,
placed_design,place_inst,61,
finish,largestRegisters,"out x4",
pwr,p_leak,0.1225,nW
worst_setup_path,end_kind,"output pin",
synth,synthAoiAreaFrac,0,%
-- where the power goes --
part	internal, mW	switching, mW	total [mW]
Clock	0.0893	0.0411	0.130
Sequential	0.109	0	0.109
Combinational	0.00244	0.00222	0.00466
Total	0.200	0.0433	0.244
-- routing by layer --
| metal | routed length, µm | up-vias | global-route usage, % |
|---|---|---|---|
| met1 | 246 | 42 | 2.068 |
| li1 | - | 49 | - |
| met3 | 62 | 0 | 1.591 |
| met4 | 0 | 0 | 0.3521 |
| met5 | 0 | - | 0 |
| met2 | 87 | 8 | 1.124 |
-- per-stage QoR --
step                worst slack (ns)  hold WS, ns
finish                       0.09811       0.2532
global route                 0.03822       0.2637
CTS                          0.04126       0.2506
detailed placement            0.2948       0.4659
global placement              0.3159       0.4546
floorplan                     0.6790      0.06608
-- worst paths after layout --
check | endpoint
setup reg to reg | out[2]$_DFF_PP0_
max in group asynchronous | out[0]$_DFF_PP0_
setup / recovery | out[0]
hold / removal | out[3]$_DFF_PP0_
min in group clk0 | out[0]$_DFF_PP0_
hold reg to reg | out[0]$_DFF_PP0_
-- cell usage after synthesis --
master	number	share of area [%]
dfrtp_1	4	70
inv_1	2	5.3
ha_1	1	8.8
nand3_1	1	3.5
xnor2_1	1	6.1
xor2_1	1	6.1
-- kinds of logic (layout without fill, tap and decap cells) --
kind of cell,after synthesis,in the layout
XOR/XNOR,2,2
buffers and inverters,2,11
adder cells (fa/ha/maj),1,1
flip-flops,4,4
AND/OR/NAND/NOR,1,1
-- area by class of cell --
cell class	instances	area, µm²	area share [%]
multi-input cells	4	35.03	12.50
inverters	2	7.507	2.679
repair buffers	6	57.56	20.54
clock buffers	3	22.52	8.036
well taps	46	57.56	20.54
flip-flops and latches	4	100.1	35.71
-- what timing repair did --
action	in CTS	in global routing
endpoints found under the setup margin	0	1
hold buffers	0	0
setup buffers	0	1
Power is estimated from default activity; no workload was simulated.
